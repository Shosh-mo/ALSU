**/design/flow/design.v**
```verilog
module ALSU ( A , B , opcode , cin , serial_in , direction, 
red_op_A , red_op_B , bypass_A , bypass_B , clk , rst , 
out , leds );
  parameter INPUT_PRIORITY = "A";
  parameter FULL_ADDER = "ON";
  input [2:0] A , B , opcode;
  input cin , serial_in , direction , red_op_A , red_op_B , bypass_A , bypass_B , clk , rst ;
  output [5:0] out;
  output [15:0] leds;
  reg [15:0] leds_reg = 16'h00;
  reg [2:0] A_reg , B_reg , op_reg;
  reg cin_reg , serial_in_reg , direction_reg , red_op_A_reg , red_op_B_reg , bypass_A_reg , bypass_B_reg;
  reg [5:0] out_reg;
  reg [5:0] y;
  reg flag_red_A=0;
  reg flag_bypass_A=0;
  reg flag_red_B=0;
  reg flag_bypass_B=0;
  assign out = out_reg;
  assign leds = leds_reg;
always @ ( posedge clk , posedge rst ) begin
  if(rst) begin
    A_reg <= 0;
    B_reg <= 0;
    op_reg <=0;
    cin_reg <=0; 
    serial_in_reg <=0;
    direction_reg <=0;
    red_op_A_reg <=0;
    red_op_B_reg <=0;
    bypass_A_reg <=0;
    bypass_B_reg <=0;
    out_reg <= 0 ;  
  end
  else begin
    A_reg <= A;
    B_reg <= B;
    op_reg <= opcode;
    cin_reg <= cin; 
    serial_in_reg <= serial_in;
    direction_reg <= direction;
    red_op_A_reg <= red_op_A;
    red_op_B_reg <= red_op_B;
    bypass_A_reg <= bypass_A;
    bypass_B_reg <= bypass_B;
    out_reg <= y;  
  if ((opcode == 6) | (opcode ==7)|((red_op_A | red_op_B)==1) && ( (op_reg !=0) & (op_reg !=1) )) begin
         leds_reg <= ~leds_reg;
      if( bypass_A )
         out_reg <= A_reg;
      else if(bypass_B)
         out_reg <= B_reg;
      else
         out_reg <= 6'b000000;
    end
  end
end
always @(*) begin
  if(INPUT_PRIORITY == "A") begin
    if((red_op_A_reg ==1) && (red_op_B_reg ==1))
     flag_red_A = 1;
    if( (bypass_A_reg == 1) && (bypass_B_reg ==1))
     flag_bypass_A = 1;
  end 
  else if (INPUT_PRIORITY == "B") begin
    if((red_op_A_reg ==1) && (red_op_B_reg ==1))
      flag_red_B = 1;
    if( (bypass_A_reg == 1) && (bypass_B_reg ==1))
      flag_bypass_B = 1;
  end    
  if (flag_bypass_A ==1)   
    y = A_reg;
  else if(flag_bypass_B ==1)   
    y = B_reg;
  else if(bypass_A_reg == 1)
    y = A_reg;
   else if( bypass_B_reg == 1 )
    y = B_reg;
  else begin
  case (op_reg) 
    0: begin 
        if(flag_red_A)   
          y = &A;
        else if(flag_red_B)   
          y = &B;
        else if(red_op_A_reg)   
          y = &A;
        else if(red_op_B_reg)   
          y = &B;
        else if ( (red_op_A_reg ==0) && (red_op_B_reg ==0))
          y = A_reg & B_reg; 
       end
    1: begin 
        if(flag_red_A)   
           y = ^A;
        else if(flag_red_B)   
           y = ^B;
        else if(red_op_A_reg)  
           y = ^A;
        else if(red_op_B_reg)   
           y = ^B;
        else if ( (red_op_A_reg ==0) && (red_op_B_reg ==0))
           y = A_reg ^ B_reg;
       end
    2: begin
        if(FULL_ADDER == "ON")
          y = A_reg + B_reg + cin_reg;
        else if (FULL_ADDER == "OFF")
          y = A_reg + B_reg;
       end
    3: y = A_reg * B_reg;
    4: begin   
       if (direction_reg)
         y = {y[4:0] , serial_in_reg};
       else
         y = {serial_in_reg , y[5:1]};
       end
    5: begin
        if (direction_reg)
          y = {y[4:0] , y[5]} ;
        else
          y = {y[0] , y[5:1]} ;
        end 
  endcase
  end
end
endmodule
```
**/design/flow/run.sh**
```bash
#!/bin/bash
# OpenROAD 26Q1-2900-gdf79404cd8, Yosys 0.63+post, stock flow scripts
make -C /OpenROAD-flow-scripts/flow DESIGN_CONFIG=/design/flow/config.mk WORK_HOME=/design/flow/orfs finish
```
**/design/flow/config.mk**
```make
export PLATFORM = sky130hd
export DESIGN_NAME = ALSU
export DESIGN_NICKNAME = ALSU
export VERILOG_FILES = /design/flow/design.v
export SDC_FILE = /design/flow/constraint.sdc
export NUM_CORES = 4
export LEC_CHECK = 1
export CORE_AREA = 10 10 86 86
export DIE_AREA = 0 0 96 96
```
**/design/flow/constraint.sdc**
```tcl
current_design ALSU

set clk_period 2.4
set clk_io_pct 0.2

create_clock -name clk0 -period $clk_period [get_ports {clk}]

set non_clock_inputs [all_inputs -no_clocks]
set_input_delay [expr $clk_period * $clk_io_pct] -clock clk0 $non_clock_inputs
set_output_delay [expr $clk_period * $clk_io_pct] -clock clk0 [all_outputs]
```
==> impl_metrics.ini <==
; flow metrics
[synth]
syn_avg_cell_area_um2 = 15.2
syn_inst = 61
ys_area_um2 = 930
ys_cells = 61
synth_flops = 27
netlist_area_um2 = 930
synth_cell_type_count = 11
yosysWarnings = 1
ys_seq_share_pct = 81.3

[routing]
route.met2.wl_um = 683
drc_errors = 0
drtIter0Drc = 16
vias = 480
wl_met3_um = 217
drt-vias-per-instance = 2.84
ant_nets = 0
wl_met1_um = 689
wl_per_cell_um = 9.40
top_layer = met3
drt-total-wl_um = 1590
antenna_cells = 0
first_pass_iters = 4

[placement]
dp_cells = 165
routabilityCongestion = 0.694
port_buffers = 32
dpl_cell_area_um2 = 1340
pre_cts_ws_ns = 0.583
hpwl_um = 1340

[power]
swShare_pct = 20.1
power_density_nw_per_um2 = 632
pwr-share-comb_pct = 9.5
ir_drop_mv = 0.193
p_int_uw = 701
p_seq_share_pct = 60.7
pwr-share-clk_pct = 29.8
switchingPower_uw = 177
total_power_uw = 877
power.leakage_nw = 0.580

[worst_hold_path]
hold_class = reg2reg
whs_path_depth = 2
hp-start = A_reg[2]

[setup_path]
startpoint_type = flop
cp.required_ns = 1.92
rrSetupSlack_ns = 1.32
crit_start = leds_reg[14]
cp.arrival_ns = 1.12
crit_path_max_incr_delay_ns = 0.48
r2r_cells = 3
endpoint_kind = primary output
worstPathCellList = clkdlybuf4s50_1
setup.worst_path.end = leds[14]
cp.depth = 1
cp_slowest_cell = clkdlybuf4s50_1
critical-path-top-delay-family = buffers and inverters
r2r-start = op_reg[1]
path_class = reg2out
r2r-end = leds_reg[10]
cp.buffers_inverters = 1
path_max_fanout = 2

[clock_network]
clk_pin_slew_ns = 0.09
cts_tree = built
cts-root-buf = clkbuf_8
cts-htree-levels = 1
post_cts_buffers = 0
clock_latency_ns = 0.27
cts_buffer_depth = 2
cts.sinks = 27
hold_buffers = 0
cts_made_buffers = 3
ctsResizeCount = 0

[final_timing]
timing.final.ws_setup_ns = 0.798
hold_violations = 0
report.final.setup_viol = 0
fin_crit_sh_pct = 66.8
finalMaxSlewViolations = 0
fin_skew_ns = 0.00318
whs_ns = 0.498
finalSetupTns_ns = 0
fmax_mhz = 624
rsz0062_at_grt = no
layout_min_cycle_time_ns = 1.60

[global_route]
antenna_found_initial = 0
grt_pass1_wl_um = 2420
grt_max_degree = 18
grt_pass1_vias = 503
grt_use_total_pct = 3.39
grt-ovfl-total = 0

[die]
io_pins = 40
dieArea_um2 = 9220
die_h_um = 96
rows = 27
fp-utilization_pct = 16.8
die_w_um = 96
core_region_area_um2 = 5540

[flow_run]
warnings = 29
cap_violations = 0

[cells_and_area]
utilization_pct = 25.0
final_area_um2 = 1390
largest_reg_flops = 16
syn_to_final_growth_pct = 49.3
fin_cells = 169
drive_gt1_share_pct = 8.25

[run_status]
status = finished, final reports clean
Yosys cell counts (all sizes together):
master	n	area, um2
edfxtp	16	480
nor3	2	15.0
mux2i	3	30.0
nor2	1	3.75
dfrtp	11	275
conb	1	3.75
inv	20	75.1
buf	3	22.5
nand2	3	11.3
a211oi	1	12.5
cell families after synthesis:
group,count (synthesis),synth area share (%)
DFF,27,81.3
buffers and inverters,23,10.5
and+or+nand+nor,6,3.23
muxes,3,3.23
AOI/OAI and AO/OA,1,1.35
other,1,0.403
area by class of cell:
class | instances | area [um2]
clock buffers | 3 | 41.3
fillers | 584 | 4150
inverters | 20 | 75.1
multi-input cells | 13 | 88.8
clock inverters | 1 | 8.76
well taps | 72 | 90.1
repair buffers | 33 | 328
flip-flops and latches | 27 | 756
per-layer routing:
layer | vias up | GRT usage, %
li1 | 251 | -
met1 | 203 | 4.44
met2 | 26 | 5.21
met3 | 0 | 1.57
met4 | 0 | 0.491
met5 | - | 0
power groups by stage:
stage         registers, mW  logic [mW]  clock network, mW
CTS                   0.532      0.0867              0.281
finish                0.532      0.0835              0.262
global route          0.536      0.0929              0.303
placed cells by master, fill, tap and decap left out:
cell type	netlist	layout
clkdlybuf4s50_1	0	32
inv_1	20	20
edfxtp_1	16	16
dfrtp_1	11	11
nand2_1	3	3
mux2i_1	3	3
conb_1	1	3
clkbuf_8	0	3
nor3_2	1	2
a211oi_2	1	1
nor2_1	1	1
inv_6	0	1
buf_4	3	1
worst min path at each step:
stage	slack [ns]	to
4_1_cts	0.50	out_reg[1]
5_1_grt	0.54	out_reg[0]
6_report	0.50	out_reg[2]
Power is estimated from default activity; no workload was simulated.
